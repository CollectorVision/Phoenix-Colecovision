==> ./design.v <==
module hdmidataencoder
#(parameter FREQ=25000000, FS=48000, CTS=25000, N=6144)
(
	input 			i_pixclk,
	input 			i_hSync,
	input 			i_vSync,
	input 			i_blank,
	input 			i_audio_enable,
	input [15:0] 	i_audioL,
	input [15:0] 	i_audioR,
	output [3:0] 	o_d0,
	output [3:0] 	o_d1,
	output [3:0] 	o_d2,
	output 			o_data
);
localparam [191:0] channelStatus = (FS == 48000)?192'hc202004004:(FS == 44100)?192'hc200004004:192'hc203004004;
localparam [55:0] audioRegenPacket = {N[7:0], N[15:8], 8'h00, CTS[7:0], CTS[15:8], 16'h0000};
reg [23:0] audioPacketHeader;
reg [55:0] audioSubPacket[3:0];
reg [7:0] channelStatusIdx;
reg [16:0] audioTimer;
reg [16:0] ctsTimer;
reg [1:0] samplesHead;
reg [3:0] dataChannel0;
reg [3:0] dataChannel1;
reg [3:0] dataChannel2;
reg [23:0] packetHeader;
reg [55:0] subpacket[3:0];
reg [7:0] bchHdr;
reg [7:0] bchCode [3:0];
reg [4:0] dataOffset;
reg tercData;
reg [25:0] audioRAvgSum;
reg [25:0] audioLAvgSum;
reg [15:0] audioRAvg;
reg [15:0] audioLAvg;
reg [10:0] audioAvgCnt;
reg [15:0] counterX;
reg firstHSyncChange;
reg oddLine;
reg prevHSync;
reg prevBlank;
reg allowGeneration;
initial
begin
	audioPacketHeader<=0;
	audioSubPacket[0]<=0;
	audioSubPacket[1]<=0;
	audioSubPacket[2]<=0;
	audioSubPacket[3]<=0;
	channelStatusIdx<=0;
	audioTimer<=0;
	samplesHead<=0;
	ctsTimer = 0;
	dataChannel0<=0;
	dataChannel1<=0;
	dataChannel2<=0;
	packetHeader<=0;
	subpacket[0]<=0;
	subpacket[1]<=0;
	subpacket[2]<=0;
	subpacket[3]<=0;
	bchHdr<=0;
	bchCode[0]<=0;
	bchCode[1]<=0;
	bchCode[2]<=0;
	bchCode[3]<=0;
	dataOffset<=0;
	tercData<=0;
	oddLine<=0;
	counterX<=0;
	prevHSync = 0;
	prevBlank = 0;
	firstHSyncChange = 0;
	allowGeneration = 0;
	audioRAvg = 0;
	audioLAvg = 0;
	audioRAvgSum = 0;
	audioLAvgSum = 0;
	audioAvgCnt = 1;
end
function [7:0] ECCcode;	 
	input [7:0] code;
	input bita;
	input passthroughData;
	begin
		ECCcode = (code<<1) ^ (((code[7]^bita) && passthroughData)?(1+(1<<6)+(1<<7)):0);
	end
endfunction
task ECCu;
	output outbit;
	inout [7:0] code;
	input bita;
	input passthroughData;
	begin
		outbit <= passthroughData?bita:code[7];
		code <= ECCcode(code, bita, passthroughData);
	end
endtask
task ECC2u;
	output outbita;
	output outbitb;
	inout [7:0] code;
	input bita;
	input bitb;
	input passthroughData;
	begin
		outbita <= passthroughData?bita:code[7];
		outbitb <= passthroughData?bitb:(code[6]^(((code[7]^bita) && passthroughData)?1'b1:1'b0));
		code <= ECCcode(ECCcode(code, bita, passthroughData), bitb, passthroughData);
	end
endtask
task SendPacket;
	inout [32:0] pckHeader;
	inout [55:0] pckData0;
	inout [55:0] pckData1;
	inout [55:0] pckData2;
	inout [55:0] pckData3;
	input firstPacket;
begin
	dataChannel0[0]<=i_hSync;
	dataChannel0[1]<=i_vSync;
	dataChannel0[3]<=(!firstPacket || dataOffset)?1'b1:1'b0;
	ECCu(dataChannel0[2], bchHdr, pckHeader[0], dataOffset<24?1'b1:1'b0);
	ECC2u(dataChannel1[0], dataChannel2[0], bchCode[0], pckData0[0], pckData0[1], dataOffset<28?1'b1:1'b0);
	ECC2u(dataChannel1[1], dataChannel2[1], bchCode[1], pckData1[0], pckData1[1], dataOffset<28?1'b1:1'b0);
	ECC2u(dataChannel1[2], dataChannel2[2], bchCode[2], pckData2[0], pckData2[1], dataOffset<28?1'b1:1'b0);
	ECC2u(dataChannel1[3], dataChannel2[3], bchCode[3], pckData3[0], pckData3[1], dataOffset<28?1'b1:1'b0);
	pckHeader<=pckHeader[23:1];
	pckData0<=pckData0[55:2];
	pckData1<=pckData1[55:2];
	pckData2<=pckData2[55:2];
	pckData3<=pckData3[55:2];
	dataOffset<=dataOffset+5'b1;
end
endtask
task InfoGen;
	inout [16:0] _timer;
begin
	if (_timer >= CTS) begin
		packetHeader<=24'h000001;	 
		subpacket[0]<=audioRegenPacket;
		subpacket[1]<=audioRegenPacket;
		subpacket[2]<=audioRegenPacket;
		subpacket[3]<=audioRegenPacket;
		_timer <= _timer - CTS + 1;
	end else begin
		if (!oddLine) begin
			packetHeader<=24'h0D0282;	 
			subpacket[0]<=56'h00000000191046;
			subpacket[1]<=56'h00000000000000;
		end else begin
			packetHeader<=24'h0A0184;	 
			subpacket[0]<=56'h00000000000170;
			subpacket[1]<=56'h00000000000000;
		end
		subpacket[2]<=56'h00000000000000;
		subpacket[3]<=56'h00000000000000;
	end
end
endtask
task AproximateAudio;
begin
	audioLAvg <= i_audioL;
	audioRAvg <= i_audioR;
	audioAvgCnt <= 1;
end
endtask
task AudioGen;
begin
	if (!( allowGeneration && counterX >= 32 && counterX < 64)) begin
		if (audioTimer>=FREQ/1000) begin
			audioTimer<=audioTimer-FREQ/1000+FS/1000;
			audioPacketHeader<=audioPacketHeader|24'h000002|((channelStatusIdx==0?24'h100100:24'h000100)<<samplesHead);
			audioSubPacket[samplesHead]<=((audioLAvg<<8)|(audioRAvg<<32)
								|((^audioLAvg)?56'h08000000000000:56'h0)	 
								|((^audioRAvg)?56'h80000000000000:56'h0))	 
								^(channelStatus[channelStatusIdx]?56'hCC000000000000:56'h0);  
			if (channelStatusIdx<191)
				channelStatusIdx<=channelStatusIdx+8'd1;
			else
				channelStatusIdx<=0;
			samplesHead<=samplesHead+2'd1;
			audioLAvgSum <= 0;
			audioRAvgSum <= 0;
			audioAvgCnt <= 1;
		end else begin
			audioTimer<=audioTimer+FS/1000;
			AproximateAudio();
		end
	end else begin
		audioTimer<=audioTimer+FS/1000;
		AproximateAudio();
		samplesHead<=0;
	end
end
endtask
task SendPackets;
	inout dataEnable;
begin
	if (counterX<32) begin
		dataEnable<=1;
		SendPacket(packetHeader, subpacket[0], subpacket[1], subpacket[2], subpacket[3], 1);
	end else if (counterX<64)	begin
		SendPacket(audioPacketHeader, audioSubPacket[0], audioSubPacket[1], audioSubPacket[2], audioSubPacket[3], 0);
	end else begin
		dataEnable<=0;
	end
end
endtask
always @(posedge i_pixclk)
begin
	AudioGen();
	if(allowGeneration & i_audio_enable) begin
		SendPackets(tercData);
	end else begin
		tercData<=0;
   end
	ctsTimer <= ctsTimer + 1;
	if((prevBlank == 0) && (i_blank == 1))
		firstHSyncChange <= 1;
	if((prevBlank == 1) && (i_blank == 0))
		allowGeneration <= 0;
	if(prevHSync != i_hSync) begin
		if(firstHSyncChange) begin
			InfoGen(ctsTimer);
		   oddLine <= ! oddLine;
		   counterX  <= 0;
			allowGeneration <= 1;
		end else begin
		   counterX  <= counterX + 1;
		end
		firstHSyncChange <= !firstHSyncChange;
	end else
		counterX  <= counterX + 1;
	prevBlank <= i_blank;
	prevHSync <= i_hSync;
end
assign o_d0 = dataChannel0;
assign o_d1 = dataChannel1;
assign o_d2 = dataChannel2;
assign o_data = tercData;
endmodule
==> ./run.sh <==
#!/bin/bash
# OpenROAD 26Q1-2900-gdf79404cd8, Yosys 0.63+post, stock flow scripts
make -C /OpenROAD-flow-scripts/flow DESIGN_CONFIG=/design/flow/config.mk WORK_HOME=/design/flow/orfs finish
==> ./config.mk <==
export PLATFORM = sky130hd
export DESIGN_NAME = hdmidataencoder
export DESIGN_NICKNAME = hdmidataencoder
export VERILOG_FILES = /design/flow/design.v
export SDC_FILE = /design/flow/constraint.sdc
export NUM_CORES = 4
export LEC_CHECK = 1
export CORE_AREA = 10 10 98 98
export DIE_AREA = 0 0 108 108
==> ./constraint.sdc <==
current_design hdmidataencoder

set clk_period 3.2
set clk_io_pct 0.2

create_clock -name clk0 -period $clk_period [get_ports {i_pixclk}]

set non_clock_inputs [all_inputs -no_clocks]
set_input_delay [expr $clk_period * $clk_io_pct] -clock clk0 $non_clock_inputs
set_output_delay [expr $clk_period * $clk_io_pct] -clock clk0 [all_outputs]
==> impl_table.tex <==
% Generated from flow reports
\begin{tabular}{lr}
\hline
Metric & Value \\
\hline
\multicolumn{2}{l}{\textbf{Run status}} \\
\quad Result of the run & completed \\
\multicolumn{2}{l}{\textbf{Logic synthesis}} \\
\quad Total number of yosys warnings & 22 \\
\quad Yosys cell count & between 100 and 150 \\
\quad Yosys synthesis chip area & 1287 sq um \\
\quad \#FFs+latches synth & 28 \\
\quad Instance tally after logic synthesis & between 100 and 150 \\
\quad Syn\_area\_per\_cell & between 10 and 15 sq um \\
\quad Sequential element share of the synthesized area & around 51\% \\
\quad Distinct lib cells used & 27 \\
\quad Post-synthesis instance area & between 1000 and 1500 sq um \\
\multicolumn{2}{l}{\textbf{Clock tree}} \\
\quad CTS sink cnt & 28 \\
\quad Post CTS Setup Buffer Count & 0 \\
\quad Clock Pin Slew Worst Setup and Hold Paths & 0.09 ns \\
\quad Maximum buffer depth of the clock tree & 2 \\
\quad Clk ins delay skew pair & between 0.2 and 0.3 ns \\
\quad Post\_cts resized & 0 \\
\quad Number of hold-repair buffers added at the cts stage & 0 \\
\quad H-tree levels & 1 \\
\quad Num CTS Buffers & 3 \\
\quad TritonCTS clock tree & built \\
\quad Clock root buffer master & sky130\_fd\_sc\_hd\_\_clkbuf\_8 \\
\multicolumn{2}{l}{\textbf{STA}} \\
\quad Max Slew Vio Count & 0 \\
\quad Final TNS setup & 0 ns \\
\quad Relative slew slack & $\sim$58\% \\
\quad Minimum period implied by the final worst setup slack & around 1.8 ns \\
\quad Final hold slack & around 0.49 ns \\
\quad Finish-stage setup viols & 0 \\
\quad Count of final hold-check violations & 0 \\
\quad F\_max & roughly 550 MHz \\
\quad Unrepaired setup endpoints after global routing & false \\
\quad Worst Clk Skew & about 0.0032 ns \\
\quad Least-Margin Pin Slew & between 0.6 and 0.7 ns \\
\quad Ratio of final minimum period to clock period & approximately 57\% \\
\multicolumn{2}{l}{\textbf{Worst setup path}} \\
\quad Worst R2R Start & counterX[8] \\
\quad Capturing point of the worst reg2reg path & dataOffset[4] \\
\quad R2R depth & 3 \\
\quad Arrival @ worst endpoint & approximately 2 ns \\
\quad Critical-path cell list & clkdlybuf4s50\_1, xor2\_1, and2\_1, buf\_4, nor2\_1 \\
\quad Critical path peak fanout & 10 \\
\quad Worst Setup End Kind & register \\
\quad Delay of the slowest cell on the worst path & approximately 0.50 ns \\
\quad Worst Setup Path Type & in -> reg \\
\quad Internal reg-to-reg setup slack & between 1 and 1.5 ns \\
\quad Cell with the largest stage delay on the worst path & sky130\_fd\_sc\_hd\_\_clkdlybuf4s50\_1 \\
\quad Startpoint type of the worst setup path & input port \\
\quad CP Data Required Time & about 3.4 ns \\
\multicolumn{2}{l}{\textbf{Global route}} \\
\quad Initial antenna violation count & 0 \\
\quad Number of global-route vias before repair & about 830 \\
\quad Maximum number of pins on one net before global-route repair & 17 \\
\quad Global-route wire length before repair & about 3500 um \\
\quad Sum of overflow across all layers after global routing & 0 \\
\quad Overall fraction of global-route tracks in use & between 3 and 4\% \\
\multicolumn{2}{l}{\textbf{Route}} \\
\quad DRC violation total after the first TritonRoute iteration & about 44 \\
\quad Final wirelength & 1983 um \\
\quad Antenna diode instance count & 0 \\
\quad DRC violation count after routing & 0 \\
\quad Number of antenna-violating nets in the routed design & 0 \\
\quad Average wire per cell in the routed design & 8.474 um \\
\quad Vias per cell & 3.466 \\
\quad 1st-pass router iterations & 4 \\
\quad Routed vias & a little over 800 \\
\multicolumn{2}{l}{\textbf{Floorplan}} \\
\quad IO Count & $\sim$50 \\
\quad Initial cell density of the core & between 15 and 20\% \\
\quad Core ar. & 7647 sq um \\
\quad Overall die width & approximately 110 um \\
\quad Vertical extent of the die & 108 um \\
\quad Area enclosed by the die boundary & 11660 sq um \\
\quad Floorplan row count & 32 \\
\multicolumn{2}{l}{\textbf{Run}} \\
\quad Stage-log warning count & 58 \\
\quad Number of violations of the max-capacitance limit & 0 \\
\multicolumn{2}{l}{\textbf{Placed design}} \\
\quad Post-DP HPWL & approximately 1500 um \\
\quad Count of input and output buffers & 7 \\
\quad Weighted congestion at the end of routability-driven global placement & just under 0.8 \\
\multicolumn{2}{l}{\textbf{Final layout}} \\
\quad Synth-to-Final Area Change & 17.49\% \\
\quad Count of filler cells inserted in the layout & 820 \\
\quad Utilization after layout & roughly a fifth \\
\quad Logic area & 563.0 sq um \\
\quad Area taken by flip-flops and latches & about 650 sq um \\
\quad Share of final-layout standard cells stronger than drive strength 1 & a little over a tenth \\
\multicolumn{2}{l}{\textbf{Power}} \\
\quad Cell area power density & between 500 and 600 nW/um\^{}2 \\
\quad Static Leak & between 0.5 and 0.6 nW \\
\quad Worst voltage drop across the vdd grid & approximately 130 uV \\
\multicolumn{2}{l}{\textbf{Min path}} \\
\quad Hold/Removal Path Class & reg -> reg \\
\quad Hold path endpoint & counterX[0] \\
\quad Launch instance of the worst min-delay path & counterX[0] \\
\quad Number of cells traversed by the worst hold path & 1 \\
\hline
\end{tabular}
layer usage:
layer / share of wire [%] / routed length [um] / vias to the layer above / global-route usage (%)
met5: 0 / 0 / - / 0
met4: 3.7 / 73 / 0 / 1.527
met3: 1.6 / 32 / 4 / 0.3614
met2: 44 / 873 / 16 / 5.560
met1: 51 / 1003 / 378 / 4.633
li1: - / - / 413 / -
worst max-delay path, delay by kind of cell:
family,cells,cell delay (ns)
AND/OR/NAND/NOR,2,0.43
XOR/XNOR,1,0.18
buffers and inverters,2,0.74
stage by stage:
stage                     power, mW  setup WS (ns)  cells  area, sq um
after detailed placement     0.5274          1.067    230         1441
after floorplan              0.5065          1.652    132         1321
after CTS                    0.8018          1.367    234         1513
after global routing         0.8341          1.280    234         1513
after global placement       0.5258          1.059    230         1441
final                        0.7919          1.379    234         1513
power breakdown:
group          internal, mW  total, mW  switching [mW]  leakage (nW)
Clock                 0.167      0.275           0.107        0.0357
Sequential            0.407      0.441          0.0343         0.238
Combinational        0.0384     0.0763          0.0379         0.267
Total                 0.612      0.792           0.180         0.540
logic make-up (layout without fill, tap and decap cells):
group | after synthesis | count (layout) | share of synthesized area [%]
AND-OR/OR-AND | 4 | 4 | 2.235
XOR/XNOR | 17 | 17 | 11.56
adder cells (fa/ha/maj) | 3 | 3 | 2.916
buffers and inverters | 18 | 18 | 8.357
flip-flops | 28 | 28 | 50.53
other | 1 | 10 | 0.2913
AND/OR/NAND/NOR | 52 | 52 | 24.10
cell usage after synthesis:
master / number / share of area (%)
sky130_fd_sc_hd__nand2_1: 6 / 1.7
sky130_fd_sc_hd__a211oi_1: 1 / 0.58
sky130_fd_sc_hd__conb_1: 1 / 0.29
sky130_fd_sc_hd__nor4_1: 2 / 0.97
sky130_fd_sc_hd__and3_2: 1 / 0.58
sky130_fd_sc_hd__and4_2: 1 / 0.78
sky130_fd_sc_hd__or4b_1: 1 / 0.78
sky130_fd_sc_hd__o21ai_0: 1 / 0.39
sky130_fd_sc_hd__nand4_4: 2 / 3.3
sky130_fd_sc_hd__nand4_1: 2 / 0.97
sky130_fd_sc_hd__dfxtp_1: 19 / 30
sky130_fd_sc_hd__buf_2: 2 / 0.78
sky130_fd_sc_hd__nor2_2: 2 / 0.97
sky130_fd_sc_hd__nor3_1: 3 / 1.2
sky130_fd_sc_hd__nand3_1: 9 / 3.5
sky130_fd_sc_hd__or3_1: 1 / 0.49
sky130_fd_sc_hd__buf_4: 10 / 5.8
sky130_fd_sc_hd__inv_1: 6 / 1.7
sky130_fd_sc_hd__nor4_2: 3 / 2.9
sky130_fd_sc_hd__edfxtp_1: 9 / 21
sky130_fd_sc_hd__and2_1: 2 / 0.97
sky130_fd_sc_hd__xor2_1: 7 / 4.8
sky130_fd_sc_hd__ha_1: 3 / 2.9
sky130_fd_sc_hd__a21o_1: 1 / 0.58
sky130_fd_sc_hd__a31o_1: 1 / 0.68
sky130_fd_sc_hd__xnor2_1: 10 / 6.8
sky130_fd_sc_hd__nor2_1: 17 / 5.0
flip-flops by register name (all words and copies together), names as in the netlist:
| name | count |
|---|---|
| allowGeneration | 1 |
| counterX | 16 |
| dataChannel0 | 3 |
| dataOffset | 5 |
| firstHSyncChange | 1 |
| prevBlank | 1 |
| prevHSync | 1 |
cells in the final DEF, fill, tap and decap left out, types with 2 or more instances in the layout:
| cell | count |
|---|---|
| sky130_fd_sc_hd__nor2_2 | 2 |
| sky130_fd_sc_hd__nor3_1 | 3 |
| sky130_fd_sc_hd__and2_1 | 2 |
| sky130_fd_sc_hd__nor2_1 | 17 |
| sky130_fd_sc_hd__nand4_4 | 2 |
| sky130_fd_sc_hd__edfxtp_1 | 9 |
| sky130_fd_sc_hd__dfxtp_1 | 19 |
| sky130_fd_sc_hd__nand2_1 | 6 |
| sky130_fd_sc_hd__clkdlybuf4s50_1 | 7 |
| sky130_fd_sc_hd__nor4_1 | 2 |
| sky130_fd_sc_hd__xor2_1 | 7 |
| sky130_fd_sc_hd__xnor2_1 | 10 |
| sky130_fd_sc_hd__inv_1 | 6 |
| sky130_fd_sc_hd__conb_1 | 10 |
| sky130_fd_sc_hd__nand4_1 | 2 |
| sky130_fd_sc_hd__nand3_1 | 9 |
| sky130_fd_sc_hd__nor4_2 | 3 |
| sky130_fd_sc_hd__ha_1 | 3 |
| sky130_fd_sc_hd__clkbuf_8 | 3 |
cell type report:
| type | count | area share (%) |
|---|---|---|
| Timing Repair Buffer | 8 | 5.128 |
| Multi-Input combinational cell | 86 | 37.22 |
| Clock inverter | 1 | 1.985 |
| Sequential cell | 28 | 43.01 |
| Inverter | 6 | 1.489 |
| Clock buffer | 3 | 2.730 |
| Tap cell | 102 | 8.437 |
worst max-delay path by stage:
stage            from  slack [ns]           end
CTS           i_hSync        1.37  counterX[10]
global route  i_hSync        1.28  counterX[15]
finish        i_hSync        1.38  counterX[10]
Power is estimated from default activity; no workload was simulated.
